[design/flow/design.v]
module debounce_filter #(parameter DEBOUNCE_LIMIT = 250000) (
  input  i_Clk,
  input  i_Bouncy,
  output o_Debounced);
  reg [$clog2(DEBOUNCE_LIMIT)-1:0] r_Count = 0;
  reg r_State = 1'b0;
  always @(posedge i_Clk)
  begin
    if (i_Bouncy !== r_State && r_Count < DEBOUNCE_LIMIT-1)
    begin
      r_Count <= r_Count + 1;
    end
    else if (r_Count == DEBOUNCE_LIMIT-1)
    begin
      r_State <= i_Bouncy;
      r_Count <= 0;
    end 
    else
    begin
      r_Count <= 0;
    end
  end
  assign o_Debounced = r_State;
endmodule
module debounced_switch (
    input  i_Clk,
    input  i_Switch_1,
    output o_LED_1,
    output o_LED_2,
    output o_LED_3,
    output o_LED_4
);
wire w_Debounced_Switch;
debounce_filter #(.DEBOUNCE_LIMIT(250000)) Debounce_Inst (
    .i_Clk(i_Clk), 
    .i_Bouncy(i_Switch_1),
    .o_Debounced(w_Debounced_Switch)
);
toggle_led LED_Toggle_Inst (
    .i_Clk(i_Clk),
    .i_Switch_1(w_Debounced_Switch),
    .o_LED_1(o_LED_1),
    .o_LED_2(o_LED_2),
    .o_LED_3(o_LED_3),
    .o_LED_4(o_LED_4)
);
endmodule
module toggle_led
    (input i_Clk,
    input i_Switch_1,
    output o_LED_1,
    output o_LED_2,
    output o_LED_3,
    output o_LED_4);
    reg r_Switch_1 = 1'b0;
    reg r_LED_1 = 1'b0;
    always @(posedge i_Clk)
        begin
            r_Switch_1 <= i_Switch_1;  
            if (i_Switch_1 == 1'b0 && r_Switch_1 == 1'b1)
                begin
                    r_LED_1 <= ~r_LED_1;
                end
        end
    assign o_LED_1 = r_LED_1;
    assign o_LED_2 = r_LED_1;
    assign o_LED_3 = r_LED_1;
    assign o_LED_4 = r_LED_1;
endmodule
[design/flow/run.sh]
#!/bin/bash
# OpenROAD 26Q1-2900-gdf79404cd8, Yosys 0.63+post, stock flow scripts
make -C /OpenROAD-flow-scripts/flow DESIGN_CONFIG=/design/flow/config.mk WORK_HOME=/design/flow/orfs finish
[design/flow/config.mk]
export PLATFORM = sky130hd
export DESIGN_NAME = debounced_switch
export DESIGN_NICKNAME = debounced_switch
export VERILOG_FILES = /design/flow/design.v
export SDC_FILE = /design/flow/constraint.sdc
export NUM_CORES = 4
export LEC_CHECK = 1
export CORE_AREA = 10 10 88 88
export DIE_AREA = 0 0 98 98
[design/flow/constraint.sdc]
current_design debounced_switch

set clk_period 4.2
set clk_io_pct 0.2

create_clock -name clk0 -period $clk_period [get_ports {i_Clk}]

set non_clock_inputs [all_inputs -no_clocks]
set_input_delay [expr $clk_period * $clk_io_pct] -clock clk0 $non_clock_inputs
set_output_delay [expr $clk_period * $clk_io_pct] -clock clk0 [all_outputs]
==> qor.json <==
{
  "outcome": {"value": "complete, no violations"},
  "post-synth-top-area-cell": {"value": "dfxtp_1"},
  "p_per_area": {"value": 309, "unit": "nW/um^2"},
  "placement.io_buffers": {"value": 5},
  "numClockSinks": {"value": 21},
  "design.die.area": {"value": 9600, "unit": "um^2"},
  "worst_setup_path_end_kind": {"value": "register"},
  "violation_count_after_the_first_detailed_route_iteration": {"value": 41},
  "hold_violations": {"value": 0},
  "cts_setup_buffers": {"value": 0},
  "grt_start_max_net_pins": {"value": 19},
  "fin_crit_sh": {"value": 0.518},
  "max_cap_viol_count": {"value": 0},
  "syn-mean-instance-area": {"value": 9.27, "unit": "um^2"},
  "post-route-drc-count": {"value": 0},
  "grt_pass1_wl": {"value": 2.82, "unit": "mm"},
  "global_route.usage.total": {"value": 0.0324},
  "cts_root_buffer": {"value": "clkbuf_8"},
  "leakagePower": {"value": 0.336, "unit": "nW"},
  "total_routed_wirelength": {"value": 1.53, "unit": "mm"},
  "detailroute.via_count": {"value": 690},
  "ys_cells": {"value": 103},
  "data_required_time_of_the_worst_path": {"value": 4350, "unit": "ps"},
  "first_global_vias": {"value": 642},
  "timing_worst_setup_path_type": {"value": "reg -> reg"},
  "post_cts_resize_count": {"value": 0},
  "rows": {"value": 28},
  "ant_nets": {"value": 0},
  "ys_chip_area": {"value": 955, "unit": "um^2"},
  "yosys.cell_types.count": {"value": 28},
  "routabilityCongestion": {"value": 0.726},
  "final-setup-viol-count": {"value": 0},
  "finalSetupTns": {"value": 0, "unit": "ps"},
  "crit_path_start_kind": {"value": "register"},
  "cts_tree": {"value": "built"},
  "cts_buffer_depth": {"value": 2},
  "floorplan.initialDensity": {"value": 0.161},
  "enable_flop_cells": {"value": 2},
  "ioPinCount": {"value": 6},
  "layout-area-overhead-vs-synth": {"value": 16.8, "unit": "%"},
  "slew_violations": {"value": 0},
  "place_hpwl": {"value": 1.10, "unit": "mm"},
  "post_synth_inst_count": {"value": 103},
  "fp.dieW": {"value": 98, "unit": "um"},
  "grt_setup_unrepaired": {"value": "false"},
  "clkSlewWorstSetupHoldPaths": {"value": 70, "unit": "ps"},
  "route.detailed.vias_per_inst": {"value": 3.77},
  "synth.area.top_cells": {"value": "dfxtp_1 40%, xnor2_1 10%, nor2_1 7.1%"},
  "cts.hold.buffers_added": {"value": 0},
  "worst-slew-pin-transition": {"value": 845, "unit": "ps"},
  "p_total": {"value": 0.000345, "unit": "W"},
  "firstDrtPassIters": {"value": 4},
  "yosysTopAreaCellShare": {"value": 0.398},
  "antenna_found_initial": {"value": 0},
  "maxClockFrequency": {"value": 460, "unit": "MHz"},
  "global_route.overflow_total": {"value": 0},
  "final_layout_fill_cell_count": {"value": 623},
  "layout_min_cycle_time": {"value": 2170, "unit": "ps"},
  "mean_routed_wirelength_per_cell": {"value": 8.38, "unit": "um"},
  "ys_dominant_reg_cell": {"value": "dfxtp_1"},
  "finClkSkew": {"value": 2.26, "unit": "ps"},
  "top_cell": {"value": "dfxtp_1"},
  "layout-drive-gt1-share": {"value": 0.102},
  "timing.critical_path.arrival": {"value": 2330, "unit": "ps"},
  "post_synth_most_frequent_cells": {"value": "19 x dfxtp_1, 18 x nor2_1, 11 x xnor2_1, 6 x nand3_1, 5 x inv_1"},
  "coreArea": {"value": 5920, "unit": "um^2"},
  "syn-cell-area": {"value": 955, "unit": "um^2"},
  "worst_hold_path_type": {"value": "reg -> reg"},
  "synth.yosys.seq_area_share": {"value": 0.461},
  "ys_ff": {"value": 21},
  "synth.yosys.warnings": {"value": 2},
  "die.size.y": {"value": 98, "unit": "um"},
  "synth-async-reset-ratio": {"value": 0},
  "irDropWorstVdd": {"value": 0.000278, "unit": "V"},
  "timing.slew.headroom": {"value": 0.437},
  "critPathMaxFanout": {"value": 18},
  "worst_skew_pair.late_latency": {"value": 260, "unit": "ps"},
  "numCtsBuffers": {"value": 3},
  "cts.htree.levels": {"value": 1},
  "detail_route.antenna_diodes": {"value": 0},
  "log.warning_count": {"value": 25}
}
-- flip-flops by register name, summed over array words and instances, names as in the netlist --
name / count
LED_Toggle_Inst.r_Switch_1: 1
Debounce_Inst.r_State: 1
Debounce_Inst.r_Count: 18
LED_Toggle_Inst.r_LED_1: 1
-- power breakdown --
| part | switching (W) | internal, W |
|---|---|---|
| clock | 0.0000632 | 0.0000660 |
| combinational | 0.00000511 | 0.00000375 |
| sequential | 0.00000272 | 0.000204 |
| total | 0.0000710 | 0.000274 |
-- critical path, cell delays in order, from the launching register on --
cell      delay (ps)
dfxtp_1          400
ha_1             240
nand4_1          180
o31a_1           330
o221ai_2         670
o21ba_2          250
-- through the flow --
step / worst slack [ps] / hold WS (ps) / area [um^2] / instances / utilization
3_5_place_dp: 1910 / 412 / 1070 / 179 / 0.180
5_1_grt: 1860 / 449 / 1110 / 183 / 0.188
3_3_place_gp: 1940 / 413 / 1070 / 179 / 0.180
4_1_cts: 2010 / 430 / 1110 / 183 / 0.188
6_report: 2030 / 424 / 1110 / 183 / 0.188
2_1_floorplan: 2500 / 390 / 955 / 103 / -
-- cell families (layout without fill, tap and decap cells) --
family                     count (synthesis)  after routing  share of synthesized area
and+or+nand+nor                           48             48                      0.271
DFF                                       21             21                      0.461
xor gates and xnor gates                  13             13                      0.119
AOI/OAI and AO/OA                         11             11                     0.0839
buffers and inverters                      9             14                     0.0511
adders and majority gates                  1              1                     0.0131
-- worst paths after layout --
path | start | end | slack (ps) | depth (start not counted)
min | Debounce_Inst.r_State | LED_Toggle_Inst.r_Switch_1 | 420 | 0
max | Debounce_Inst.r_Count[0] | Debounce_Inst.r_Count[17] | 2030 | 5
max reg2reg | Debounce_Inst.r_Count[0] | Debounce_Inst.r_Count[17] | 2030 | 5
min reg2reg | Debounce_Inst.r_State | LED_Toggle_Inst.r_Switch_1 | 420 | 0
-- placed cells by master, fill, tap and decap left out --
cell type / netlist / layout
a21oi_1: 3 / 3
nor2_1: 18 / 18
a21oi_2: 1 / 1
xor2_1: 2 / 2
or2_2: 1 / 1
o31ai_1: 1 / 1
ha_1: 1 / 1
inv_1: 5 / 5
o21ba_2: 1 / 1
o221ai_2: 1 / 1
clkbuf_8: 0 / 3
nand3_1: 6 / 6
and4_1: 2 / 2
or4_4: 1 / 1
xnor2_1: 11 / 11
nor3_1: 2 / 2
dfxtp_1: 19 / 19
nor2b_1: 1 / 1
edfxtp_1: 2 / 2
nand2_1: 4 / 4
nand4_1: 2 / 2
nand4_2: 1 / 1
clkinv_2: 0 / 1
o21ai_0: 3 / 3
or3_4: 1 / 1
or3_1: 4 / 4
nor4b_1: 1 / 1
o31a_1: 1 / 1
nor4_1: 4 / 4
clkdlybuf4s50_1: 0 / 5
-- final cells by class --
cell class,instances,area (um^2),share of cell area
Timing Repair Buffer,5,50.0,0.0449
Sequential cell,21,440,0.395
Inverter,5,18.8,0.0168
Clock inverter,1,5.00,0.00449
Multi-Input combinational cell,73,465,0.418
Tap cell,75,93.8,0.0842
Clock buffer,3,41.3,0.0370
-- layer usage --
| metal | global-route usage | wire length [um] | share of wire |
|---|---|---|---|
| met1 | 0.0442 | 778 | 0.51 |
| met2 | 0.0508 | 693 | 0.45 |
| met3 | 0.0114 | 60 | 0.039 |
| met4 | 0.00112 | 0 | 0 |
| met5 | 0 | 0 | 0 |
Power is estimated from default activity; no workload was simulated.
